==> ./constraint.sdc <==
current_design pushButtonTest

set clk_period 2.9
set clk_io_pct 0.2

create_clock -name clk0 -period $clk_period [get_ports {clk}]

set non_clock_inputs [all_inputs -no_clocks]
set_input_delay [expr $clk_period * $clk_io_pct] -clock clk0 $non_clock_inputs
set_output_delay [expr $clk_period * $clk_io_pct] -clock clk0 [all_outputs]
==> ./design.v <==
`timescale 1ns / 1ps
module clockDivider #(parameter n = 50000000)   
(input clk, rst, output reg clk_out);
parameter WIDTH = $clog2(n); 
reg [WIDTH-1:0] count;
always @ (posedge clk, posedge rst) begin 
if (rst == 1'b1)  
 count <= 32'b0;
else if (count == n-1)
 count <= 32'b0;
else
 count <= count + 1; 
end
always @ (posedge clk, posedge rst) begin 
if (rst)  
 clk_out <= 0;
else if (count == n-1)
 clk_out <= ~ clk_out; 
end
endmodule 
`timescale 1ns / 1ps
module debouncer(input clk, rst, in, output out);
 reg q1,q2,q3;
always@(posedge clk, posedge rst) begin
 if(rst == 1'b1) begin
 q1 <= 0;
 q2 <= 0;
 q3 <= 0;
 end
else begin
 q1 <= in;
 q2 <= q1;
 q3 <= q2;
 end
end
assign out = (rst) ? 0 : q1&q2&q3;
endmodule
`timescale 1ns / 1ps
module Pushbutton_Detector(input X,input clk , input rst, output Z);
wire debounce;
wire signal1;
debouncer b( .clk(clk), .rst(rst), .in(X),  .out(debounce));
synchronizer q2(.signal(debounce), .clk(clk), .rst(rst),.sync_signal(signal1));
Rising_edge_detector re(  .clk(clk), .rst(rst),.w(signal1), .z(Z));
endmodule
`timescale 1ns / 1ps
module pushButtonTest(
   input buttonState,  
   input clk, reset,
   output led
    );
    wire btn;
        clockDivider #(250000) c1  (.clk(clk), .rst(reset), .clk_out(new_clk2));
        Pushbutton_Detector BTNC( .X(buttonState), .clk(new_clk2) , .rst(reset), .Z(led)); 
endmodule
`timescale 1ns / 1ps
module Rising_edge_detector(input clk, rst, w, output z);
reg [1:0] state, nextState;
parameter [1:0] A=2'b00, B=2'b01, C=2'b10;
always @ (w or state)
case (state)
A: if (w==0) nextState = A;
 else nextState = B;
B: if (w==1) nextState = C;
 else nextState = A;
C: if (w==0) nextState = A;
 else nextState = C;
default: nextState = A;
endcase
always @ (posedge clk or posedge rst) begin
if(rst) state <= A;
else state <= nextState;
end 
assign z = (state == B);
endmodule
`timescale 1ns / 1ps
module synchronizer(input  clk,rst,signal,
  output reg  sync_signal
);
reg Meta;
always@(posedge clk,posedge rst)begin
if(rst==1'b1)begin
  Meta<=0;
  sync_signal<=0;
  end
  else begin 
  Meta<=signal;
  sync_signal<=Meta;
  end
  end
endmodule
==> ./run.sh <==
#!/bin/bash
# OpenROAD 26Q1-2900-gdf79404cd8, Yosys 0.63+post, stock flow scripts
make -C /OpenROAD-flow-scripts/flow DESIGN_CONFIG=/design/flow/config.mk WORK_HOME=/design/flow/orfs finish
==> ./config.mk <==
export PLATFORM = sky130hd
export DESIGN_NAME = pushButtonTest
export DESIGN_NICKNAME = pushButtonTest
export VERILOG_FILES = /design/flow/design.v
export SDC_FILE = /design/flow/constraint.sdc
export NUM_CORES = 4
export LEC_CHECK = 1
export CORE_AREA = 10 10 100 100
export DIE_AREA = 0 0 110 110
==> design notes <==
Per the OpenROAD floorplan log, the height of the die is 110 um. With the number of stages on the worst setup path at 5, the number of cell instances after yosys synthesis is 101. Looking at the setup timing report, the critical path kind is reg -> reg.

Initial core utilization: 14.2%. The final timing report counts setup violations totalling 0. In the layout the commonest cells are sky130_fd_sc_hd__dfrtp_1, sky130_fd_sc_hd__nor2_1, sky130_fd_sc_hd__nand2_1. Per report_power, the sequential group accounts for 58.3% of the total. The stat command in Yosys gives a chip area of 0.00111 mm^2. The worst path buffer plus inverter count was 1. The number of register pins that no clock reaches was 7; the number of cells in the design after placement was 206. The run gives 0 as the post-CTS repair timing setup buffer count. After detailed routing, the number of remaining DRC violations is 0. The via count of the first global-routing pass was 651; the synthesized instance count was 101. The cell family contributing the most delay on the critical path is simple AND/OR/NAND/NOR gates. Switching share of power: 20.1%. The longest clock path from root to sink contains 2 buffers. Met2 track demand over resource in global routing: 4.40%.

The tools report the final tally of hold violations as 0. Summing every instance area after synthesis gives 0.00111 mm^2. In the final layout, the multi-input gates occupy 427 um^2. The worst setup path is launched from a flip-flop.

In the final layout, flip-flops and latches occupy 652 um^2. Looking at the power breakdown, the clock network takes 39.4% of the total. Cells with a size suffix above 1 make up 8.33% of the layout. On the reported timing paths, the clock transition at the registers reads 0.07 ns. The largest single stage delay on the critical path is 0.52 ns. Dividing the final minimum period by the clock period gives 72.8%. Per the synth log, the flip-flop and latch total comes to 26. For this design the static power due to leakage is 0.529 nW.

The number of buffers created by CTS came out at 3. In this run the remaining antenna-violating nets after routing total 0. The average cell area after synthesis was 11.0 um^2; the count of filler cells inserted in the layout was 863. The critical-path maximum fanout was 11; the number of unconstrained endpoints was 8.

After layout, the setup clock skew is reported as 0.00308 ns. The worst path in the final design needs a cycle of 2.11 ns, including I/O delays and setup. Per the run summary, max-cap violations total 0. The tally of OpenROAD warnings is 25.

Per STA, the library cell used most along the worst path is sky130_fd_sc_hd__or4_1. The worst setup path is captured at a flip-flop. The share of total power dissipated in combinational logic is 2.3%. The flow ran to the end, and the final reports show no timing, DRC or antenna violations.

Data required time at the worst endpoint: 3.05 ns. TritonCTS built the clock tree. Detailed routing inserted a total of 712 vias. For the CTS H-tree depth, the log shows 1. The final timing report lists a max-slew violation count of 0.

The first-iteration detailed-routing DRC count is 17. The post-cts repair resize count was 0; the critical path data arrival time was 2.26 ns. The run gives 2.95% for the global-route total usage across every layer. The worst hold path class is reg -> reg. Setup repair after global routing left no endpoint under its margin.

Entering global routing, the biggest net connects 21 pins. The cell-internal power was 0.364 mW. The slowest stage of the critical path belongs to the cell sky130_fd_sc_hd__or4_1. Wires add up to 1.69 mm. The first global-routing pass estimated 3.06 mm of wire. The script logs the mean routed wire length per placed instance as 8.04 um.

The run gives 0.25 ns for the clock latency on the worst-skew pair. Global routing used 0.705% of the available met3 tracks. The synthesized netlist contains 26 unique library cells.

The analysis attributes to net switching a power of 0.0913 mW. With the detailed-routing iteration count for the pre-antenna-repair pass at 4, the met1 routing resource usage after global routing is 4.21%. Yosys printed 5 warnings.

The post-CTS hold buffer count recorded in the log is 0. With the detailed placement HPWL at 1.24 mm, the final weighted congestion of routability-driven global placement is 0.859. The run gives 0.000193 V as the highest ir drop seen on vdd. The final report gives the core utilization as 16.9%.

Total negative slack for setup checks: 0 ns. In this run the power density over the cells is 346 mW/mm^2. According to the I/O placement log, the pin count is 4. The relative max-transition margin was 50.3%.

The post-synthesis sequential area ratio is 58.8%, and the number of cells on the worst reg-to-reg path is 5. The run gives 474 MHz for the highest achievable clock rate. The tree is rooted in a sky130_fd_sc_hd__clkbuf_8. The core area was 0.00781 mm^2; the cell count of the worst hold path was 1. The total congestion overflow after global routing is 0. With the chip width at 110 um, the number of placement rows is 32. The area added between synthesis and finish is 18.7%. The tools report the post-layout total power as 0.455 mW.

The final instance count without filler cells is 210. The highest-count logic cell in the final layout was sky130_fd_sc_hd__dfrtp_1. The number of buffers added on ports is 3. Per STA, the worst path is made up of or4_1 -> or4_1 -> nor4_2 -> buf_4 -> and2b_1. The run gives 0 as the number of antenna violations at the first check in global routing.

In this run the full chip footprint comes out at 0.0121 mm^2. 0 antenna diodes ended up in the layout. Per the detail_route report, vias per standard cell equal 3.39. The pin closest to its max-slew limit shows a slew of 0.744 ns. Global route summary, busiest routing layer listed as met2.
[cell type report]
cell class | count | area share [%]
Clock buffer | 3 | 3.14
Clock inverter | 1 | 0.380
Inverter | 5 | 1.43
Multi-Input combinational cell | 68 | 32.4
Sequential cell | 26 | 49.5
Tap cell | 102 | 9.70
Timing Repair Buffer | 5 | 3.42
[logic make-up after synthesis]
family | synth area share (%)
AOI/OAI and AO/OA | 2.26
xor gates and xnor gates | 10.9
adders and majority gates | 1.13
buffers and inverters | 2.71
DFF | 58.8
muxes | 0.903
and+or+nand+nor | 23.3
[final timing paths]
check	endpoint	start	slack, ns
worst max-delay path	c1.count[1]	c1.count[9]	0.79
worst min-delay path	c1.count[0]	c1.count[0]	0.49
worst max register to register	c1.count[1]	c1.count[9]	0.79
worst min register to register	c1.count[0]	c1.count[0]	0.49
max in group asynchronous	c1.count[10]	reset	1.67
min in group asynchronous	c1.count[17]	reset	0.76
[registers in the layout, indices dropped and copies added, names as in the netlist]
register / flops
BTNC.b.q3: 1
BTNC.q2.Meta: 1
c1.count: 18
BTNC.q2.sync_signal: 1
c1.clk_out: 1
BTNC.b.q1: 1
BTNC.b.q2: 1
BTNC.re.state: 2
[power by group through the flow]
stage	registers, mW	logic (mW)	clock network [mW]
CTS	0.265	0.0113	0.188
global route	0.265	0.0125	0.202
finish	0.265	0.0105	0.179
[through the flow]
stage               hold WS, ns  instance area [um^2]  setup WS (ns)
floorplan                 0.453                  1110          0.969
CTS                       0.493                  1320          0.797
global placement          0.477                  1270          0.819
finish                    0.488                  1320          0.789
global route              0.519                  1320          0.682
detailed placement        0.485                  1270          0.806
[Yosys cell counts, drive strengths merged]
cell type,instances,area [um^2]
nand2,9,33.8
nor2,10,37.5
clkbuf,1,3.75
dfrtp,25,626
and4,1,8.76
nand3b,1,7.51
inv,5,18.8
and2,2,12.5
xnor2,8,70.1
nand4,4,25.0
nand3,8,40.0
o21ai,1,5.00
nor4,5,37.5
and2b,1,7.51
ha,1,12.5
or4,3,22.5
mux2i,1,10.0
xor2,5,51.3
and3,1,6.26
dfstp,1,26.3
nand4b,1,8.76
buf,1,7.51
nor3,2,10.0
a21oi,4,20.0
[metal layers]
metal  routed length (um)  vias to the layer above
met1                  875                      344
met4                   25                        0
li1                     -                      360
met3                   51                        2
met5                    0                        -
met2                  735                        6
Power figures rest on the tool's default switching activity, not on a simulated workload.
